<file path="flow/design.v">
module source_v3#( 
	parameter	WIDTH = 8 ,
	parameter 	DEPTH = 256 
	)
(
	clk,
	s_rst,
	vaild_in,
	ready,
	vaild,
	data_out
	);
localparam wt = $clog2(DEPTH);
input						clk				;
input						s_rst 			;
input						vaild_in 		;
input						ready 			;
output  reg 	[WIDTH-1:0]	data_out		;
output						vaild 			;
reg 	[WIDTH-1:0] mem 	[DEPTH-1:0]	;
reg		[wt:0]	rd_addr					;			
integer i;
always@(posedge clk)
	if(s_rst == 1'b1)
	for(i = 0;i < DEPTH; i= i + 1)begin
		mem[i] <= i +1;
	end
assign vaild = vaild_in;
always@(posedge clk)begin
	if(s_rst == 1'b1) 
		data_out <= mem[0];
	else if(ready == 1'b1 && vaild == 1'b1)
		data_out <= mem[rd_addr];
	else
		data_out <= data_out;	
end
always @(posedge clk) begin
	if (s_rst == 1'b1)
		rd_addr <= 'd1;
	else if(rd_addr == (DEPTH) && ready == 1'b1 && vaild == 1'b1)
		rd_addr <= rd_addr;
	else if (ready == 1'b1 && vaild == 1'b1)  
		rd_addr <= rd_addr + 1'b1;
end
endmodule
</file>
<file path="flow/run.sh">
#!/bin/bash
# OpenROAD 26Q1-2900-gdf79404cd8, Yosys 0.63+post, stock flow scripts
make -C /OpenROAD-flow-scripts/flow DESIGN_CONFIG=/design/flow/config.mk WORK_HOME=/design/flow/orfs finish
</file>
<file path="flow/config.mk">
export PLATFORM = sky130hd
export DESIGN_NAME = source_v3
export DESIGN_NICKNAME = source_v3
export VERILOG_FILES = /design/flow/design.v
export SDC_FILE = /design/flow/constraint.sdc
export NUM_CORES = 4
export LEC_CHECK = 1
export CORE_AREA = 10 10 83 83
export DIE_AREA = 0 0 93 93
</file>
<file path="flow/constraint.sdc">
current_design source_v3

set clk_period 2.6
set clk_io_pct 0.2

create_clock -name clk0 -period $clk_period [get_ports {clk}]

set non_clock_inputs [all_inputs -no_clocks]
set_input_delay [expr $clk_period * $clk_io_pct] -clock clk0 $non_clock_inputs
set_output_delay [expr $clk_period * $clk_io_pct] -clock clk0 [all_outputs]
</file>
==> flow_metrics.py <==
# Physical implementation metrics
metrics = {
    "clock_tree": {
        "cts_hold_buf": 0,
        "clk_latency_ns": 0.25,
        "clkTransAtPathRegs_ns": 0.07,
        "tritoncts": "built",
        "cts_setup_buffers": 0,
        "clock-sinks": 17,
        "cts_root_buf": "clkbuf_8",
        "cts_max_level": 1,
        "cts_buffers": 3,
        "max-clock-path-buffers": 2,
        "post_cts_resize_count": 0,
    },
    "timing": {
        "min_period_ns": 2.21,
        "maxSlewViolCount": 0,
        "worst_pin_slew_ns": 0.543,
        "skew_ns": 0.00339,
        "rsz0062_at_grt": "false",
        "finalSetupTns_ns": 0,
        "max_slew_margin_pct": 63.8,
        "max_freq_mhz": 452,
        "fin_crit_sh_pct": 85.0,
        "finalHoldViolCount": 0,
        "finalSetupViolCount": 0,
    },
    "yosys": {
        "yosysTopAreaCellShare_pct": 20.3,
        "syn_avg_cell_area_sq_um": 7.96,
        "ys_chip_area_sq_um": 1190,
        "synth_area_sq_um": 1190,
        "largest_area_cell": "edfxtp_1",
        "yosysCellCount": 149,
        "synthArstFlopShare_pct": 0,
        "ff_type": "dfxtp_1",
        "ys_seq_share_pct": 35.4,
        "edf_count": 8,
        "area_leaders": "edfxtp_1 20%, dfxtp_1 15%, nor2_1 7.0%",
        "synthCells": 149,
        "synth.yosys.warnings": 2,
        "yosysUniqueCellTypes": 39,
        "ys_seq_elements": 17,
    },
    "layout": {
        "drive_above_1_share_pct": 3.25,
        "syn_to_final_growth_pct": 17.6,
        "fillCellCount": 575,
    },
    "critical_path": {
        "cp_max_fo": 11,
        "required_ns": 2.61,
        "cp-start-kind": "flip-flop",
        "r2r_slack_ns": 0.39,
        "crit_arrival_ns": 2.22,
        "critical_path_class": "flip-flop to flip-flop",
        "worst_setup_path_end_kind": "flip-flop",
    },
    "power_and_ir_drop": {
        "irDropWorstVdd_uv": 137,
        "power.density_nw_per_um2": 420,
        "p_total_w": 0.000586,
        "power_leakage_nw": 0.454,
    },
    "flow_run": {
        "openroad.warnings": 29,
        "drv_cap": 0,
    },
    "global_route": {
        "overflow": 0,
        "grt_pass1_vias": 978,
        "met2_usage_pct": 9.52,
        "grt.busiest_layer": "met2",
        "met3_usage_pct": 1.78,
        "gr-usage-all-layers_pct": 6.39,
        "grt_max_degree": 18,
        "antenna_found_initial": 0,
        "grt_pass1_wl_mm": 4.69,
        "gr-usage-met1_pct": 8.99,
    },
    "detailed_routing": {
        "vias": 1047,
        "wirelength_mm": 2.64,
        "antenna_cells": 0,
        "first_pass_iters": 4,
        "ant_nets": 0,
        "wl_per_cell_um": 11.8,
        "first_iter_violations": 142,
        "drc": 0,
        "routed_via_density": 4.67,
    },
    "worst_hold_path": {
        "hp-class": "flip-flop to flip-flop",
    },
    "floorplan": {
        "die_h_um": 93,
        "ios": 13,
        "core_area_sq_um": 5140,
        "rows": 26,
        "fp-utilization_pct": 23.1,
        "die_w_um": 93,
        "die-area_sq_um": 8650,
    },
    "placed_design": {
        "gp_congestion": 0.896,
        "portBuffers": 12,
        "hpwl_mm": 1.96,
    },
    "run_status": {
        "outcome": "finished clean",
    },
}
==> layer usage <==
layer  routed length, um  share of wire [%]
met1                1270                 48
met2                1150                 44
met3                 174                6.6
met5                   0                  0
met4                  46                1.7
==> where the power goes <==
| group | switching [W] | internal, W | total, W | leakage, nW |
|---|---|---|---|---|
| combinational | 0.0000439 | 0.0000448 | 0.0000887 | 0.274 |
| clock | 0.0000884 | 0.000109 | 0.000197 | 0.0228 |
| sequential | 0.00000805 | 0.000293 | 0.000301 | 0.157 |
| total | 0.000140 | 0.000446 | 0.000586 | 0.454 |
==> path summary, 6_finish.rpt <==
path,startpoint,to,cells past startpoint
max,rd_addr[0],data_out[7],7
min,rd_addr[8],rd_addr[8],2
max reg2reg,rd_addr[0],data_out[7],7
min reg2reg,rd_addr[8],rd_addr[8],2
==> synthesized netlist by cell type (2+ instances only) <==
master,count
nor2_1,22
nand2_1,15
nor3_1,10
dfxtp_1,9
a21oi_1,8
clkbuf_1,8
edfxtp_1,8
nand2b_1,7
o21ai_0,6
ha_1,5
xor2_1,5
inv_1,4
a211oi_1,3
a22oi_1,3
o31ai_1,3
xnor2_1,3
buf_2,2
nand3_1,2
nand3b_1,2
nand4_1,2
nor2b_1,2
o21a_1,2
or3_1,2
==> metrics by stage <==
stage               setup slack, ns  util (%)  instances  cell area [sq um]  hold WS (ns)
finish                        0.390      27.1        224               1400         0.520
global route                  0.174      27.1        224               1400         0.549
CTS                           0.411      27.1        224               1400         0.526
detailed placement            0.419      26.3        220               1350         0.508
global placement              0.487      26.3        220               1350         0.505
floorplan                     0.565         -        149               1190         0.472
==> critical path, stage by stage (launching register included) <==
cell and delay (ns):
dfxtp_1 0.44, inv_1 0.09, ha_1 0.33, or3_1 0.44
a221oi_1 0.30, a22oi_1 0.14, a21oi_1 0.17, nor3_1 0.05
==> registers in the layout (all words and copies together) (netlist names) <==
register and cells:
data_out 8, rd_addr 9
==> cell usage in the layout (no fill, tap or decap), drive strengths merged, types with 5 or more instances in the layout <==
cell	instances
o21ai	6
dfxtp	9
a21oi	8
ha	5
nand2	15
edfxtp	8
nor2	22
xor2	5
nand2b	7
nor3	10
clkdlybuf4s50	12
==> cell families (layout without fill, tap and decap cells) <==
group                      count (synthesis)  after routing  synth area share [%]
buffers and inverters                     16             21                  5.59
adders and majority gates                  5              5                  5.27
and+or+nand+nor                           67             67                  26.9
xor gates and xnor gates                   8              8                  5.91
muxes                                      1              1                 0.844
AOI/OAI and AO/OA                         35             35                  20.0
DFF                                       17             17                  35.4
==> cell type report <==
type | count | area (sq um) | area share [%]
Inverter | 4 | 15.0 | 1.08
Tap cell | 70 | 87.6 | 6.28
Clock buffer | 4 | 45.0 | 3.23
Sequential cell | 17 | 420 | 30.1
Multi-Input combinational cell | 116 | 699 | 50.1
Timing Repair Buffer | 13 | 128 | 9.15
Power and IR drop assume default switching activity.
