<file path="flow/config.mk">
export PLATFORM = sky130hd
export DESIGN_NAME = source
export DESIGN_NICKNAME = source
export VERILOG_FILES = /design/flow/design.v
export SDC_FILE = /design/flow/constraint.sdc
export NUM_CORES = 4
export LEC_CHECK = 1
export CORE_AREA = 10 10 87 87
export DIE_AREA = 0 0 97 97
</file>
<file path="flow/design.v">
module source#( 
	parameter	WIDTH = 8 ,
	parameter 	DEPTH = 256 
	)
(
	clk,
	s_rst,
	start,
	ready,
	vaild,
	data_out
	);
localparam wt = $clog2(DEPTH);
input						clk				;
input						s_rst 			;
input						start 			;
input						ready 			;
output  reg 	[WIDTH-1:0]	data_out		;
output	reg					vaild 			;
reg 	[WIDTH-1:0] mem 	[DEPTH-1:0]	;
reg		[wt:0]	rd_addr					;			
reg				start_r1				;
reg				start_r2				;
always @(posedge clk)begin
	if(s_rst == 1'b1)
	begin
		start_r1 <= 1'b0;
		start_r2 <= 1'b0;
	end
	else
	begin
		start_r1 <= start;
		start_r2 <= start_r1;
	end
end
integer i;
always@(posedge clk)
	if(s_rst == 1'b1)
	for(i = 0;i < DEPTH; i= i + 1)begin
		mem[i] <= i +1;
	end
always@(posedge clk)begin
	if(s_rst == 1'b1)
		vaild <= 1'b0;
	else if(rd_addr == (DEPTH)) 
		vaild <= 1'b0;
	else if(start_r2 == 1'b1) 
		vaild <= 1'b1;
	else
		vaild <= 1'b0;		
end
always@(posedge clk)begin
	if(s_rst == 1'b1) 
		data_out <= mem[0];
	else if(ready == 1'b1 && vaild == 1'b1)
		data_out <= mem[rd_addr];
	else
		data_out <= data_out;	
end
always @(posedge clk) begin
	if (s_rst == 1'b1)
		rd_addr <= 'd1;
	else if(rd_addr == (DEPTH) && ready == 1'b1 && vaild == 1'b1)
		rd_addr <= rd_addr;
	else if (ready == 1'b1 && vaild == 1'b1)  
		rd_addr <= rd_addr + 1'b1;
end
endmodule
</file>
<file path="flow/constraint.sdc">
current_design source

set clk_period 2.6
set clk_io_pct 0.2

create_clock -name clk0 -period $clk_period [get_ports {clk}]

set non_clock_inputs [all_inputs -no_clocks]
set_input_delay [expr $clk_period * $clk_io_pct] -clock clk0 $non_clock_inputs
set_output_delay [expr $clk_period * $clk_io_pct] -clock clk0 [all_outputs]
</file>
<file path="flow/run.sh">
#!/bin/bash
# OpenROAD 26Q1-2900-gdf79404cd8, Yosys 0.63+post, stock flow scripts
make -C /OpenROAD-flow-scripts/flow DESIGN_CONFIG=/design/flow/config.mk WORK_HOME=/design/flow/orfs finish
</file>
==> summary.txt <==
Reports from this run.

- The flow ran to the end, and the final reports show no timing, DRC or antenna violations.
- The worst clock skew reads 0.761 ps.
- The post-synthesis async set-or-reset flop share reads 0%.
- The fraction of synthesized cell area taken by the top area cell type is 19.7%.
- The chip area line in the Yosys stat output reads 0.00122 mm^2.
- The capturing element type of the critical path reads a flop.
- The total placed instance area reads 0.00142 mm^2.
- The residual antenna-violating net count after detailed routing reads 0.
- The number of placed I/O pins reads 13.
- The cell count after synthesis came out at 144.
- The type of the worst min-delay path reads reg -> reg.
- The number of distinct library cell variants in the gate-level netlist after synthesis is 40.
- The total half-perimeter wirelength after legalization and detailed placement is 2.04 mm.
- The initial antenna violation count reads 0.
- The post-route utilization of the core is recorded as 25.9%.
- The ratio of routed vias to standard cells is 4.71.
- The average footprint of a synthesized cell reads 8.46 um^2.
- The total power of the final layout is 0.586 mW.
- The number of setup buffers added after CTS is 0.
- In the routed design, unresolved DRC markers number 0.
- The global-route congestion overflow total is 0.
- The worst reg2reg path depth reads 5.
- The count of final hold-check violations reads 0.
- The starting density of the core is 21.6%.
- Per Yosys stat, the portion of area used by sequential elements is 39.4%.
- Relative to the synthesized area, the layout overhead comes to 19.8%.
- Once synthesis finished, the tally of register bits stood at 20.
- The die span in y reads 97 um.
- For this run, the top clock speed supported by timing is 477 MHz.
- The number of flops mapped to enable cells by yosys reads 8.
- The data arrival time reported for the critical path is 2090 ps.
- The first detailed-routing pass took 4 iterations.
- The number of port buffers is 12.
- Per the OpenROAD power report, leakage power amounts to 0.505 nW.
- In the routed netlist, the antenna diode instances number 0.
- The ratio of total power to cell area reads 401 mW/mm^2.
- On the worst setup and hold paths after CTS, the clock-pin slew comes to 70 ps.
- The number of warnings issued by yosys is 2.
- The number of clock sinks reads 20.
- The clock insertion delay at the later pin of the skew report reads 260 ps.
- Summing over every cut layer, the via total after detailed routing is 1064.
- The number of global-route vias before repair is 986.
- Data on the critical path is required at its endpoint by 2600 ps.
- The total number of placement rows reads 27.
- Per the run summary, max-cap violations total 0.
- The nature of the critical path startpoint reads a flop.
- The most numerous logic cell after layout reads sky130_fd_sc_hd__nor2_1.
- The total number of H-tree levels is 1.
- The dominant cell type by area after synthesis is sky130_fd_sc_hd__dfxtp_1.
- The maximum number of pins on one net before global-route repair is 16.
- The weighted congestion reported at the end of routability-driven placement is 0.867.
- The maximum clock insertion buffer count is 2.
- In the finished design, the share of the clock period the worst path needs comes to 80.6%.
- Before any placement, the netlist area is recorded as 0.00122 mm^2.
- The area of the chip is 0.00941 mm^2.
- TritonCTS built the clock tree.
- The overall track demand over capacity in global routing is 5.87%.
- Per the final report, max-transition violations number 0.
- The core outline area is 0.00564 mm^2.
- Adding up every negative setup slack in the final design gives 0 ps.
- The pin slew with the least headroom to its limit is 540 ps.
- The number of setup violations in the final report reads 0.
- The synthesized netlist was found by Yosys to have 144 cells.
- The worst setup path is of the reg -> reg kind.
- The maximum fanout encountered on the critical timing path is 14.
- The instance count along the most critical hold path is 2.
- The tightest slew margin relative to the limit is 63.9%.
- The post-cts sizing count is 0.
- The cell sitting at the root of the clock tree is a sky130_fd_sc_hd__clkbuf_8.
- Setup repair after global routing left no endpoint under its margin.
- The layout stage reports a final design area of 0.00146 mm^2.
- Across all stage logs, warnings added up to 28.
- The number of hold-repair buffers added at the cts stage reads 0.
- By area the synthesized netlist is led by sky130_fd_sc_hd__dfxtp_1, sky130_fd_sc_hd__edfxtp_1, sky130_fd_sc_hd__nor2_1, sky130_fd_sc_hd__ha_1, sky130_fd_sc_hd__a21oi_1.
- Per the log, the first TritonRoute iteration ended with a DRC count of 85.
- The shortest period the worst path allows is 2090 ps.
- The worst IR drop on VDD reads 0.150 mV.
- Per the synth stats, the flop cell with the highest instance count is sky130_fd_sc_hd__dfxtp_1.
- The routed length per placed instance reads 12.4 um.
- The number of clock buffers inserted by TritonCTS reads 3.
- The width of the chip is 97 um.
- The total wire length is 2.81 mm.
- Of the cells placed in the final design, the portion with a size suffix greater than 1 is 7.79%.
- In the layout the commonest cells are sky130_fd_sc_hd__nor2_1, sky130_fd_sc_hd__clkdlybuf4s50_1, sky130_fd_sc_hd__dfxtp_1.
- The first global-routing pass estimated 4.85 mm of wire.
[cells in the mapped netlist (all sizes together), types with 2 or more instances]
library cell,instances
dfxtp,12
a21oi,9
a211oi,2
or2,2
ha,4
nand2,9
a31oi,4
nand4,5
xor2,5
nor3,7
nor2b,3
o311ai,2
nand3,2
a311oi,2
o21ai,3
buf,6
nand2b,3
xnor2,3
o31ai,4
clkbuf,5
and2,2
nor2,20
edfxtp,8
nor4,2
inv,8
[through the flow]
step           instances  setup WS, ps  hold WS, ps
2_1_floorplan        144           675          399
3_5_place_dp         222           546          427
5_1_grt              226           357          458
4_1_cts              226           527          437
3_3_place_gp         222           550          429
6_report             226           505          433
[cell type report]
class	count	area [um^2]
clock buffer	3	41.3
timing repair buffer	17	158
fill	616	4180
tap	72	90.1
inverter	8	30.0
sequential	20	480
multi-input combinational	105	657
clock inverter	1	3.75
[final timing paths]
path / from / end / slack (ps)
max: rd_addr[4]$_SDFFE_PP0P_ / data_out[0]$_SDFFCE_PP1P_ / 510
min: start_r2$_SDFF_PP0_ / vaild$_SDFF_PP0_ / 430
min reg2reg: start_r2$_SDFF_PP0_ / vaild$_SDFF_PP0_ / 430
max reg2reg: rd_addr[4]$_SDFFE_PP0P_ / data_out[0]$_SDFFCE_PP1P_ / 510
[power breakdown]
| part | leakage, nW | total [mW] | switching, mW | internal (mW) |
|---|---|---|---|---|
| Sequential | 0.179 | 0.337 | 0.00273 | 0.334 |
| Combinational | 0.302 | 0.0450 | 0.0206 | 0.0244 |
| Clock | 0.0231 | 0.204 | 0.0988 | 0.105 |
[cell families (layout without fill, tap and decap cells)]
group	count (synthesis)	after routing	share of synthesized area (%)
AND/OR/NAND/NOR	58	58	24.0
AND-OR/OR-AND	34	34	19.2
flip-flops	20	20	39.4
buffers and inverters	19	29	6.67
XOR/XNOR	8	8	5.75
adder cells (fa/ha/maj)	4	4	4.11
multiplexers	1	1	0.821
[routing by layer]
metal	global-route usage, %	part of all wire [%]
met1	8.21	47
met2	8.90	43
met3	2.01	9.1
met4	0.451	0.28
met5	0	0
[critical path: stages (launching register included)]
cell and delay [ps]:
sky130_fd_sc_hd__dfxtp_1 470, sky130_fd_sc_hd__or3_4 490, sky130_fd_sc_hd__nor3_1 420, sky130_fd_sc_hd__inv_1 80, sky130_fd_sc_hd__a211oi_1 250, sky130_fd_sc_hd__o31ai_1 130
[flip-flops by register name (all words and copies together), names as in the netlist]
register	flops
vaild	1
start_r2	1
data_out	8
rd_addr	9
start_r1	1
No activity file was given, so power comes from the tool's default toggle rates.
