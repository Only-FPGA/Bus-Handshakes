File: run.sh
#!/bin/bash
# OpenROAD 26Q1-2900-gdf79404cd8, Yosys 0.63+post, stock flow scripts
make -C /OpenROAD-flow-scripts/flow DESIGN_CONFIG=/design/flow/config.mk WORK_HOME=/design/flow/orfs finish
File: design.v
module Fully_Registered_v1#( 
	parameter	WIDTH = 8 ,
	parameter 	DEPTH = 256 
	)
(
	clk,
	s_rst,
	idle,
	src_vaild,
	src_data_in,
	src_ready,
	dst_ready,
	dst_vaild,
	dst_data_out
	);
input						clk			;
input						s_rst		;
input						idle		;
input						src_vaild	;
input		[WIDTH-1:0]		src_data_in ;
input						dst_ready	;
output						dst_vaild	;
output		[WIDTH-1:0]		dst_data_out;
output						src_ready 	;
reg  	[WIDTH-1:0]	dst_data_out_r;
reg 				dst_vaild_r;
reg 				brust_flag;
reg					flag;
reg                 src_ready_r;
reg		idle_r1	;
reg		idle_r2	;
reg [3:0]	cnt;
reg [3:0]	cnt1;
wire 	a;
always @(posedge clk) begin
	if (s_rst == 1'b1) begin
		idle_r1 <= 1'b0;
		idle_r2 <= 1'b0;
	end
	else begin
		idle_r1 <= idle;
		idle_r2 <= idle_r1;
	end
end
always @(posedge clk) begin
	if (s_rst == 1'b1) begin
		cnt1 <= 'd0;
	end
	else if(cnt1 == 'd15 && idle_r2)begin
		cnt1 <= cnt1;
	end
	else if (idle_r2) begin
		cnt1 <= cnt1 + 1'b1;
	end
	else begin
		cnt1 <= 'd0;
	end
end
always @(posedge clk) begin
	if (s_rst == 1'b1) begin
		cnt <= 'd0;
	end
	else if(cnt == 'd15 && src_vaild)begin
		cnt <= cnt;
	end
	else if (src_vaild) begin
		cnt <= cnt + 1'b1;
	end
	else begin
		cnt <= 'd0;
	end
end
always @(posedge clk) 
	if (s_rst == 1'b1) 
		dst_vaild_r <= 1'b0;
	else
		dst_vaild_r <=  src_vaild & (!  (cnt == 'd2) )   ; 
assign dst_vaild = (dst_vaild_r | (src_vaild == 1 && src_ready_r)) && a ;
assign a = (!(idle_r2 == 0 && cnt1 > 'd5 ));
always @(posedge clk) 
	if (s_rst == 1'b1) 
		dst_data_out_r <= {WIDTH{1'b0}};
	else
		dst_data_out_r <= src_data_in;	
assign dst_data_out = (cnt >=5 & !(cnt > 8))?dst_data_out_r : src_data_in;
always @(posedge clk) 
	if (s_rst == 1'b1) 
		src_ready_r <= 1'b0;
	else
		src_ready_r <= dst_ready| (cnt == 'd4 && src_vaild) && !(cnt1 >= 4 && idle_r2 == 0); 
assign src_ready = src_ready_r | (cnt >= 'd4 && cnt1 == 'd1) && !(cnt1 > 4 && idle_r2 == 0) ;	
endmodule
File: config.mk
export PLATFORM = sky130hd
export DESIGN_NAME = Fully_Registered_v1
export DESIGN_NICKNAME = Fully_Registered_v1
export VERILOG_FILES = /design/flow/design.v
export SDC_FILE = /design/flow/constraint.sdc
export NUM_CORES = 4
export LEC_CHECK = 1
export CORE_AREA = 10 10 79 79
export DIE_AREA = 0 0 89 89
File: constraint.sdc
current_design Fully_Registered_v1

set clk_period 3.6
set clk_io_pct 0.2

create_clock -name clk0 -period $clk_period [get_ports {clk}]

set non_clock_inputs [all_inputs -no_clocks]
set_input_delay [expr $clk_period * $clk_io_pct] -clock clk0 $non_clock_inputs
set_output_delay [expr $clk_period * $clk_io_pct] -clock clk0 [all_outputs]
==> metrics.cfg <==
[critical_path]
crit_fanout=8
cp_slowest_cell=a22o_1
critPathKind=register to output pin
slowest_delay_ps=490
path_delay_family=buffers and inverters
worstPathRequired_ps=2880
critPathLaunchType=register
path_buffers=2
worstSetupEndpointType=output pin
worstPathArrival_ps=2310
path_cells=inv_1 -> ha_1 -> nand2b_1 -> a22o_1 -> mux2_4 -> clkdlybuf4s50_1

[final_timing]
rsz0062_at_grt=false
fmax_mhz=330
final_max_slew_viol_count=0
setup_tns_ps=0
layout_setup_ws_ps=569
clock_skew_ps=6.49
period_used_share=0.842
worst_pin_slew_ps=562
hold_violations=0
hold_slack_ps=440
relSlewSlack=0.626
fin_crit_ps=3030
setup_viol=0

[floorplanning]
die_h_um=89
initial_core_util=0.213
core_um2=4660
fp-row-count=25
ios=23
fp.dieW_um=89
die_area_um2=7920

[yosys]
yosys.stat.seqShare=0.404
yosys_warnings=1
ys_types=23
yosys-stat-area_um2=992
numSynthFlops=20
ys_dominant_reg_cell=dfxtp_1
yosys_cells=98
syn_avg_cell_area_um2=10.1
edf_count=0
async_flop_share=0
area_leaders=dfxtp_1 (40%), mux2_4 (12%), ha_1 (11%)
netlist_instances=98
netlist_area_um2=992
yosys.area.top_type=dfxtp_1
yosysTopAreaCellShare=0.404

[cells_and_area]
drive_above_1_share=0.100
lay_top_count=clkdlybuf4s50_1
fin_util=0.279
final_cell_mix=clkdlybuf4s50_1 (22), dfxtp_1 (20), nor2b_1 (11), nor2_1 (11), ha_1 (9)
fillers=489
final-comb-area_um2=554
regArea_um2=400
synthToLayoutAreaGrowth_pct=31.3

[power]
p_switching_mw=0.0859
switching_share=0.201
ir_drop_uv=163
total_power_mw=0.427
powerDensity_nw_per_um2=328
p_seq_frac=0.549
clockPowerShare=0.330
p_leak_nw=0.521
pwr-share-comb=0.121
internal_power_mw=0.341

[global_routing]
antenna_found_initial=0
grt.total_usage=0.0505
grt_pass1_vias=704
grt_max_degree=14
grt_pass1_wl_um=3260
grt_overflow=0

[clock_network]
clk_pin_slew_worst_paths_ps=60
post_cts_buffers=0
cts_max_level=1
cts_sinks=20
cts_tree=yes
clock_latency_ps=250
numCtsBuffers=3
cts.repair.resized=0
clockBufferDepth=2
cts_root_buf=clkbuf_8
ctsHoldBuffers=0

[flow_run]
tool_warnings=32
maxCapViolCount=0

[place]
hpwl_um=1470
place_worst_setup_slack_ps=812
place.port_buffers=22
place.gp.congestion=0.808

[route]
drc=0
ant_nets=0
wl_per_cell_um=11.2
vias=699
first_pass_iters=4
diodes=0
finalWirelength_um=1950
drt_iter0_drc=44
viasPerCell=4.02

[hold_path]
min_path_type=register to register

[status]
status=finished clean

[flip-flops by register name (all words and copies together), names as in the netlist]
| name | cells |
|---|---|
| cnt | 4 |
| dst_vaild_r | 1 |
| cnt1 | 4 |
| idle_r2 | 1 |
| idle_r1 | 1 |
| src_ready_r | 1 |
| dst_data_out_r | 8 |
[layer usage]
layer,GRT usage,part of all wire,vias up
met5,0,0,-
met4,0.00434,0.014,0
met3,0.0147,0.041,2
met2,0.0738,0.43,12
met1,0.0750,0.51,314
li1,-,-,371
[synthesized netlist by cell type, types with 2 or more instances]
cell type	n
mux2i_1	2
xnor2_1	2
nor3b_1	2
clkbuf_1	2
ha_1	9
nand3_1	4
dfxtp_1	20
nand2b_1	3
nor2b_1	11
nor3_1	4
nor2_1	11
mux2_4	8
a21oi_1	4
a31oi_1	3
inv_1	5
[worst paths after layout]
check	endpoint	slack [ps]	cells past startpoint	from
max reg2reg	cnt1[1]$_SDFFE_PP0N_	2390	4	cnt1[0]$_SDFFE_PP0N_
min	idle_r2$_SDFF_PP0_	440	1	idle_r1$_SDFF_PP0_
max	dst_data_out[4]	570	6	cnt[0]$_SDFFE_PP0N_
min reg2reg	idle_r2$_SDFF_PP0_	440	1	idle_r1$_SDFF_PP0_
[power groups by stage]
| stage | logic (mW) | registers [mW] | clock network (mW) |
|---|---|---|---|
| 6_report | 0.0516 | 0.234 | 0.141 |
| 5_1_grt | 0.0579 | 0.235 | 0.159 |
| 4_1_cts | 0.0526 | 0.234 | 0.149 |
[area by class of cell]
cell class	count	share of cell area
clock buffers	3	0.0317
inverters	5	0.0144
multi-input cells	70	0.426
flip-flops and latches	20	0.307
well taps	54	0.0519
repair buffers	22	0.169
[cell families (layout without fill, tap and decap cells)]
kind of cell | Yosys count | in the layout | synth area share
XOR/XNOR | 2 | 2 | 0.0177
flip-flops | 20 | 20 | 0.404
adder cells (fa/ha/maj) | 9 | 9 | 0.113
AND-OR/OR-AND | 11 | 11 | 0.0744
AND/OR/NAND/NOR | 38 | 38 | 0.212
buffers and inverters | 8 | 30 | 0.0378
multiplexers | 10 | 10 | 0.141
[per-stage QoR]
| stage | area [um2] | instances |
|---|---|---|
| 2_1_floorplan | 992 | 98 |
| 3_3_place_gp | 1260 | 171 |
| 3_5_place_dp | 1260 | 171 |
| 4_1_cts | 1300 | 174 |
| 5_1_grt | 1300 | 174 |
| 6_report | 1300 | 174 |
Power and IR drop assume default switching activity.
